==> /design/flow/config.mk <==
export PLATFORM = sky130hd
export DESIGN_NAME = serial_display
export DESIGN_NICKNAME = serial_display
export VERILOG_FILES = /design/flow/design.v
export SDC_FILE = /design/flow/constraint.sdc
export NUM_CORES = 4
export LEC_CHECK = 1
export CORE_AREA = 10 10 81 81
export DIE_AREA = 0 0 91 91
==> /design/flow/constraint.sdc <==
current_design serial_display

set clk_period 2.5
set clk_io_pct 0.2

create_clock -name clk0 -period $clk_period [get_ports {clk_in}]

set non_clock_inputs [all_inputs -no_clocks]
set_input_delay [expr $clk_period * $clk_io_pct] -clock clk0 $non_clock_inputs
set_output_delay [expr $clk_period * $clk_io_pct] -clock clk0 [all_outputs]
==> /design/flow/design.v <==
module serial_display(
  input wire clk_in,
  input wire rst,
  input wire [7:0] ascii_data,
  input wire data_valid,
  output reg [7:0] seven_segment_data,
  output reg [3:0] seven_segment_enable
);
reg [7:0] seven_segment_code[0:16];
initial begin
  seven_segment_code[0]  = 8'b00111111;  
  seven_segment_code[1]  = 8'b00000110;  
  seven_segment_code[2]  = 8'b01011011;  
  seven_segment_code[3]  = 8'b01001111;  
  seven_segment_code[4]  = 8'b01100110;  
  seven_segment_code[5]  = 8'b01101101;  
  seven_segment_code[6]  = 8'b01111101;  
  seven_segment_code[7]  = 8'b00000111;  
  seven_segment_code[8]  = 8'b01111111;  
  seven_segment_code[9]  = 8'b01101111;  
  seven_segment_code[10] = 8'b01110111;  
  seven_segment_code[11] = 8'b01111100;  
  seven_segment_code[12] = 8'b00111001;  
  seven_segment_code[13] = 8'b01011110;  
  seven_segment_code[14] = 8'b01111001;  
  seven_segment_code[15] = 8'b01110001;  
  seven_segment_code[16] = 8'b00000000;  
end
reg [7:0] ascii_data_local;
reg [7:0] data_index;
always @(posedge clk_in) begin
  if (rst) begin
    ascii_data_local <= 71;
    data_index <= 16;
    seven_segment_enable <= 4'b1111;  
  end else begin
    if (data_valid == 1) begin
      ascii_data_local <= ascii_data;
      seven_segment_enable <= 4'b1110;
    end
  end
  if (ascii_data_local >= 48 && ascii_data_local <= 57) begin
    data_index <= ascii_data_local - 48;
  end else if (ascii_data_local >= 65 && ascii_data_local <= 70) begin
    data_index <= ascii_data_local - 55;
  end else begin
    data_index <= 16;
  end
  seven_segment_data <= seven_segment_code[data_index];
end
endmodule
==> /design/flow/run.sh <==
#!/bin/bash
# OpenROAD 26Q1-2900-gdf79404cd8, Yosys 0.63+post, stock flow scripts
make -C /OpenROAD-flow-scripts/flow DESIGN_CONFIG=/design/flow/config.mk WORK_HOME=/design/flow/orfs finish
==> Slide: Implementation Results <==
Run Summary

Run status
  • Status: complete, no violations

Timing
  • Max frequency: 0.616 GHz
  • Max-slew violation count: 0
  • Hold Violations, Final: 0
  • TNS Setup: 0 ps
  • RSZ-0062 raised after global routing: false
  • Final setup violation count: 0
  • Setup ws final: 878 ps
  • Crit path time final: ~1600 ps
  • Final worst-path cycle share: 64.9%
  • Setup Skew: 3.96 ps

Floorplan
  • Die W: 91 um
  • IO Count: 23
  • Num rows: 25
  • Core area: a little under 0.005 mm^2
  • Height of the die: about 91 um
  • FP Core Util: a little over a fifth
  • Chip area: 0.00828 mm^2

Yosys
  • Mapped Cells: 112
  • Yosys Instances: roughly 110
  • Most area-consuming cells after synthesis: dfxtp_1 (41%), ha_1 (12%), mux2i_1 (7.8%)
  • Most common reg cell: dfxtp_1
  • Yosys top cell by area: dfxtp_1
  • Top cell area share: 41.1%
  • FF+latch count, synth: 21
  • Syn avg cell area: 9.14 um^2
  • Most frequent cell after synthesis: dfxtp_1
  • Cell Type Count: 28
  • Netlist Area Pre-Place: 0.00102 mm^2
  • Sequential cell area fraction in the yosys report: 41.1%
  • Synth cell count leaders: dfxtp_1 (21), nand2_1 (14), nor2_1 (12), ha_1 (10), inv_1 (9)
  • Yosys stat area: 0.00102 mm^2
  • Post-synth EDFFs: 0
  • Yosys warns: 1
  • Post-synth ARST share: 0%

Clock network
  • CTS-repair resized insts: 0
  • Max clock buf depth: 2
  • Hold_buf cts: 0
  • CTS Buf Count: 3
  • Clock Latency Late Sink: approximately 250 ps
  • CTS root buffer: clkbuf_8
  • Post-CTS Setup Repair Bufs: 0
  • Worst-path clk slew: 70 ps
  • Htree depth: 1
  • TritonCTS clock tree: built
  • Clk sinks: 21

Route
  • Post-Route WL: ~1700 um
  • Residual DRC count: 0
  • Initial DRC count: 23
  • First-pass iteration count of the detailed router: 4
  • Routed WL per cell: 8.86 um
  • Vias per inst: 3.77
  • Diode count: 0
  • Via count: approximately 740
  • Final ANT Viol Nets: 0

Power and ir drop
  • Power per standard cell area: 547 mW/mm^2
  • Peak VDD IR: approximately 320 uV
  • Cell leakage power: 0.566 nW

Worst setup path
  • Worst endpoint data arrival time: 1760 ps
  • Startpoint types: flop
  • Slowest cell on crit path: dfxtp_1
  • Crit path cell chain: inv_1 > ha_1 > or3b_1 > and4_1 > a21oi_1 > mux2i_1
  • Nature of the critical path endpoint: flop
  • WP data required: between 2000 and 3000 ps
  • Max incr delay on CP: 370 ps
  • CP top delay family: simple AND/OR/NAND/NOR gates
  • Setup CP Type: flop to flop
  • WP buf/inv: 1
  • Crit path max fanout: 6

Global route
  • Vias in the first global route: 755
  • Total congestion overflow: 0
  • Largest net degree at the start of global routing: 13
  • Global-route wire length before repair: 3250 um
  • Initial antenna violation count: 0
  • GRT Util Overall: 4.44%

Finish
  • Share of post-route cells with drive strength above 1: between 3 and 4%
  • # fillers: 527
  • Area growth syn-to-layout: 25.8%

Placement
  • IO Port Bufs: 18
  • Dpl hpwl: around 1400 um
  • GP Congestion: between 0.7 and 0.8
  • Dpl ws: 792 ps

Job
  • Tool Warnings: 33
  • Number of max-cap violations: 0

Min path
  • HP Class: flop to flop
## cells in the final DEF, fill, tap and decap left out
master / count
nand4bb_1: 1
dfxtp_1: 21
nor3b_1: 1
or3b_1: 1
ha_1: 10
nor2_1: 12
a221oi_1: 2
mux2i_1: 8
o21ai_0: 4
nor3_1: 1
mux4_2: 1
inv_1: 9
o21bai_1: 1
clkbuf_1: 1
nand2_1: 14
nand2b_1: 1
a21oi_1: 4
and4_1: 1
conb_1: 4
a211oi_1: 2
o32ai_1: 1
nand3_1: 1
clkbuf_8: 3
a22o_1: 1
clkdlybuf4s50_1: 18
o211ai_1: 2
nor2b_1: 3
## report_power, final
part / switching, mW / total, mW / internal, mW
clock network: 0.0977 / 0.211 / 0.113
logic: 0.0414 / 0.110 / 0.0683
registers: 0.0243 / 0.384 / 0.360
total: 0.163 / 0.705 / 0.541
## flip-flops by register name, indices dropped and copies added (netlist names)
signal                count
seven_segment_data        7
seven_segment_enable      1
ascii_data_local          8
data_index                5
## final timing paths
check	from	to	slack [ps]	cells after the start
worst max-delay path	ascii_data_local[1]	data_index[2]	880	6
worst min-delay path	seven_segment_enable[0]	seven_segment_enable[0]	460	2
worst max register to register	ascii_data_local[1]	data_index[2]	880	6
worst min register to register	seven_segment_enable[0]	seven_segment_enable[0]	460	2
## per-stage QoR
stage                     utilization (%)  instance area, um^2  std cells  hold slack (ps)  total power [mW]
after CTS                            26.7                 1290        195              461             0.717
after global routing                 26.7                 1290        195              499             0.757
final                                26.7                 1290        195              459             0.705
after detailed placement             25.8                 1240        191              447             0.503
after floorplan                         -                 1030        114              415             0.459
after global placement               25.8                 1240        191              459             0.503
## cell families (layout without fill, tap and decap cells)
family | after synthesis | count (layout) | synth area share [%]
AND-OR/OR-AND | 17 | 17 | 11.0
flip-flops | 21 | 21 | 41.1
multiplexers | 9 | 9 | 10.0
adder cells (fa/ha/maj) | 10 | 10 | 12.2
other | 2 | 4 | 0.734
AND/OR/NAND/NOR | 36 | 36 | 16.5
buffers and inverters | 17 | 31 | 8.43
## metal layers
metal  track usage [%]  up-vias  wire, um
met4             0.131        0         0
met2              6.80       23       657
li1                  -      402         -
met5                 0        -         0
met1              5.47      310       847
met3              2.82        0       223
## tightest hold or removal path, stage by stage (launching register included)
cell and delay, ps:
dfxtp_1 320, inv_1 40, o21ai_0 50
## cell type report
cell class / instances / area [um^2] / area share [%]
multi-input combinational: 76 / 524 / 40.7
tap: 67 / 83.8 / 6.51
timing repair buffer: 18 / 180 / 14.0
inverter: 9 / 33.8 / 2.62
clock buffer: 4 / 45.0 / 3.50
sequential: 21 / 420 / 32.7
Power and IR drop assume default switching activity.
