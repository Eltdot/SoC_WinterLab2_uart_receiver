==> ./design.v <==
module uart_receiver(
    input wire clk_in,
    input wire rst,
    input wire uart_rx,
    input wire baud_rate_signal,
    output reg [7:0] data,
    output reg valid_data
);
localparam IDLE = 1'b0;
localparam RECEIVE = 1'b1;
reg state;
reg stop_bit;
reg [3:0] bit_counter;
reg [7:0] d;
always @(posedge clk_in) begin
  if (rst) begin
    state <= IDLE;
    bit_counter <= 0;
    d <= 8'b00000000;
    data <= 8'b00000000;
    valid_data <= 0;
  end else begin
    case (state) 
      IDLE: begin
        if (baud_rate_signal == 1 && uart_rx == 0) begin
          state <= RECEIVE;
        end else begin
          state <= IDLE;
        end
        valid_data <= 0;
        bit_counter <= 0;
      end
      RECEIVE: begin
        if (baud_rate_signal == 1) begin
          if (bit_counter == 8) begin
            if (uart_rx == 1) begin
              valid_data <= 1;
              data <= d;
            end else begin
              valid_data <= 0;
              data <= d;
            end
            bit_counter <= 0;
            state <= IDLE;
          end else begin
          d[bit_counter] <= uart_rx;
          bit_counter <= bit_counter + 1;
          state <= state;
          valid_data <= 0;
          end
        end else begin
          valid_data <= 0;
          state <= RECEIVE;
          bit_counter <= bit_counter;
        end
      end
      default: begin
        state <= IDLE;
        bit_counter <= 0;
        d <= 8'b00000000;
        data <= 8'b00000000;
        valid_data <= 0;
      end
    endcase
  end
end
endmodule
==> ./run.sh <==
#!/bin/bash
# OpenROAD 26Q1-2900-gdf79404cd8, Yosys 0.63+post, stock flow scripts
make -C /OpenROAD-flow-scripts/flow DESIGN_CONFIG=/design/flow/config.mk WORK_HOME=/design/flow/orfs finish
==> ./config.mk <==
export PLATFORM = sky130hd
export DESIGN_NAME = uart_receiver
export DESIGN_NICKNAME = uart_receiver
export VERILOG_FILES = /design/flow/design.v
export SDC_FILE = /design/flow/constraint.sdc
export NUM_CORES = 4
export LEC_CHECK = 1
export CORE_AREA = 10 10 84 84
export DIE_AREA = 0 0 94 94
==> ./constraint.sdc <==
current_design uart_receiver

set clk_period 3.4
set clk_io_pct 0.2

create_clock -name clk0 -period $clk_period [get_ports {clk_in}]

set non_clock_inputs [all_inputs -no_clocks]
set_input_delay [expr $clk_period * $clk_io_pct] -clock clk0 $non_clock_inputs
set_output_delay [expr $clk_period * $clk_io_pct] -clock clk0 [all_outputs]
==> impl_metrics.csv <==
group,metric,value,unit
detailed_routing,ant_nets,0,
yosys,yosysWarningCount,1,
timing,max_freq,434.5,MHz
power,power_density,384.8,mW/mm^2
yosys,yosys-stat-area,0.001141,sq mm
hold_path,min_path_cells,2,
grt,antenna_found_initial,0,
die,rows,26,
power,max-vdd-ir-drop,0.1354,mV
grt,grt_max_degree,20,
grt,grt_pass1_wl,4.098,mm
place,hpwl,1.730,mm
clock_network,clk_latency,260,ps
yosys,ys_cells,125,
detailed_routing,vias_per_cell,4.517,
die,ios,13,
timing,hold_violations,0,
clock_network,clock_path_buffers,2,
final_layout,drive_gt1_share,8.029,%
place,routabilityCongestion,0.8440,
power,power,0.5344,mW
yosys,yosys_register_bits,22,
clock_network,hold_buffers,0,
timing,min_period_over_period,67.70,%
setup_path,cp_max_fo,13,
yosys,ys_types,39,
grt,grt.overflow.total,0,
flow_run,warning_count,29,
die,die_area,0.008836,sq mm
timing,rsz0062_at_grt,"no",
power,p_seq_share,49.0,%
final_layout,postLayoutCoreUtil,26.68,%
hold_path,whs_endpoint,"d[4]$_SDFFE_PP0P_",
setup_path,cp.arrival,2470,ps
die,die_w,94,um
detailed_routing,first_pass_iters,4,
setup_path,critical_path_required,3570,ps
setup_path,cp-start-kind,"flop",
yosys,yosysSeqAreaShare,38.60,%
setup_path,path_class,"reg -> reg",
grt,track_usage,5.616,%
power,p_int,0.4260,mW
timing,relSlewSlack,61.64,%
yosys,syn_area_per_cell,9.129,sq um
yosys,async_flop_share,0,%
timing,setup_slack,1098,ps
die,initCoreUtil,21.92,%
clock_network,cts_resized,0,
detailed_routing,dr.first_iter.drc_count,89,
grt,grt_pass1_vias,831,
outcome,outcome,"finished clean",
setup_path,reg2reg_slack,1100,ps
setup_path,rr_worst_depth,5,
power,combPwrFrac,4.8,%
power,p_leak,0.4535,nW
yosys,syn_inst,125,
hold_path,hp-class,"reg -> reg",
power,switching_share,20.29,%
yosys,enable_flop_cells,0,
die,core_area,0.005205,sq mm
clock_network,cts_tree,"yes",
place,io_buffers,12,
place,post-place-ws,1067,ps
hold_path,min_from,"d[4]$_SDFFE_PP0P_",
setup_path,critPathCaptureType,"flop",
timing,fin_worst_skew,1.357,ps
power,clockPowerShare,46.1,%
timing,setup_viol,0,
setup_path,reg2reg_from,"bit_counter[0]$_SDFFE_PP0N_",
timing,worstMarginPinSlew,574.1,ps
detailed_routing,wire_per_inst,12.14,um
detailed_routing,num_vias,935,
power,switchingPower,0.1084,mW
detailed_routing,n_antenna_cell,0,
detailed_routing,drc,0,
detailed_routing,routed_wl,2.513,mm
clock_network,cts_num_sinks,22,
flow_run,cap_violations,0,
clock_network,cts_max_level,1,
setup_path,r2r_end,"d[2]$_SDFFE_PP0P_",
die,chipHeight,94,um
final_layout,syn_to_final_growth,21.71,%
timing,period_needed,2302,ps
timing,fin_setup_tns,0,ps
clock_network,root_buffer,"clkbuf_8",
timing,slew_violations,0,
yosys,ys.flop_type,"dfxtp_1",
clock_network,cts_inserted_buffers,3,
yosys,synthesis.area,0.001141,sq mm
clock_network,clk_transition_reported_paths,80,ps
clock_network,cts_setup_buffers,0,
-- power groups by stage --
stage,clock [mW],combinational [mW],sequential [mW]
5_1_grt,0.265,0.0289,0.262
4_1_cts,0.254,0.0259,0.262
6_report,0.247,0.0258,0.262
-- flip-flops by register name (all words and copies together), names as in the netlist --
name and cells:
d 8, bit_counter 4, data 8, state 1, valid_data 1
-- layout by cell type, fill, tap and decap left out, types with 3 or more instances in the layout --
cell / Yosys / final
inv_1: 6 / 6
ha_1: 5 / 5
nand2_1: 10 / 10
nor4_1: 3 / 3
mux2i_1: 11 / 11
clkbuf_8: 0 / 3
nand3_1: 4 / 4
a21oi_1: 3 / 3
nor2_1: 13 / 13
and2_1: 3 / 3
clkdlybuf4s50_1: 0 / 12
nor3b_1: 4 / 4
nand3b_1: 4 / 4
nand2b_1: 3 / 3
dfxtp_1: 22 / 22
-- through the flow --
step	hold WS (ps)	std cells	instance area, sq um
finish	468.3	207	1389
global route	499.2	207	1389
CTS	473.2	207	1389
detailed placement	460.0	203	1318
global placement	457.3	203	1318
floorplan	436.5	125	1141
-- how the worst max path moves through the flow --
stage                      startpoint                end  slack (ps)  depth (start not counted)
6_report  bit_counter[0]$_SDFFE_PP0N_  d[2]$_SDFFE_PP0P_        1100                          5
5_1_grt   bit_counter[0]$_SDFFE_PP0N_  d[3]$_SDFFE_PP0P_        1000                          6
4_1_cts   bit_counter[0]$_SDFFE_PP0N_  d[2]$_SDFFE_PP0P_        1120                          5
-- final cells by class --
cell class,instances,area [sq um]
tap,70,87.58
clock inverter,1,30.03
fill,573,3816
inverter,6,22.52
multi-input combinational,92,639.4
timing repair buffer,13,127.6
sequential,22,440.4
clock buffer,3,41.29
-- per-layer routing --
metal	share of wire, %	global-route usage, %	up-vias
li1	-	-	470
met2	42	8.122	30
met4	1.8	1.013	0
met5	0	0	-
met3	8.0	1.616	6
met1	48	8.165	429
-- kinds of logic after synthesis --
family                     count (synthesis)  synth area share, %
buffers and inverters                     11                5.372
muxes                                     11                9.650
AOI/OAI and AO/OA                         17                11.51
DFF                                       22                38.60
adders and majority gates                  5                5.482
and+or+nand+nor                           59                29.39
-- Yosys cell counts, types with 2 or more instances --
| library cell | n | area, sq um |
|---|---|---|
| dfxtp_1 | 22 | 440.4 |
| nor2_1 | 13 | 48.80 |
| mux2i_1 | 11 | 110.1 |
| nand2_1 | 10 | 37.54 |
| inv_1 | 6 | 22.52 |
| ha_1 | 5 | 62.56 |
| nand3_1 | 4 | 20.02 |
| nand3b_1 | 4 | 30.03 |
| nor3b_1 | 4 | 30.03 |
| a21oi_1 | 3 | 15.01 |
| and2_1 | 3 | 18.77 |
| nand2b_1 | 3 | 18.77 |
| nor4_1 | 3 | 18.77 |
| a32o_1 | 2 | 20.02 |
| buf_6 | 2 | 22.52 |
| nor2b_1 | 2 | 12.51 |
| nor3_1 | 2 | 10.01 |
| nor4b_1 | 2 | 17.52 |
| o32ai_1 | 2 | 17.52 |
| or2_2 | 2 | 12.51 |
| or4b_1 | 2 | 20.02 |
-- critical path: stages, from the launching register on --
cell,delay [ps]
dfxtp_1,620
inv_1,170
ha_1,320
or4b_1,520
o32a_1,350
a31o_1,220
No activity file was given, so power comes from the tool's default toggle rates.
