`flow/run.sh`:
```
#!/bin/bash
# OpenROAD 26Q1-2900-gdf79404cd8, Yosys 0.63+post, stock flow scripts
make -C /OpenROAD-flow-scripts/flow DESIGN_CONFIG=/design/flow/config.mk WORK_HOME=/design/flow/orfs finish
```
`flow/config.mk`:
```
export PLATFORM = sky130hd
export DESIGN_NAME = baud_rate_generator
export DESIGN_NICKNAME = baud_rate_generator
export VERILOG_FILES = /design/flow/design.v
export SDC_FILE = /design/flow/constraint.sdc
export NUM_CORES = 4
export LEC_CHECK = 1
export CORE_AREA = 10 10 87 87
export DIE_AREA = 0 0 97 97
```
`flow/constraint.sdc`:
```
current_design baud_rate_generator

set clk_period 2.4
set clk_io_pct 0.2

create_clock -name clk0 -period $clk_period [get_ports {clk_in}]

set non_clock_inputs [all_inputs -no_clocks]
set_input_delay [expr $clk_period * $clk_io_pct] -clock clk0 $non_clock_inputs
set_output_delay [expr $clk_period * $clk_io_pct] -clock clk0 [all_outputs]
```
`flow/design.v`:
```
module baud_rate_generator(
  input wire clk_in,
  input wire rst,
  output reg baud_rate_signal  
);
localparam BAUD_RATE_NUMBER = 20;
localparam ZERO = 1'b0;
localparam ONE = 1'b1;
reg state;
reg [13:0] counter;  
always @(posedge clk_in) begin
    if (rst) begin
      state <= ZERO;
      counter <= BAUD_RATE_NUMBER - 1;
      baud_rate_signal <= 1'b0;
    end else begin
      case (state)
        ZERO: begin
          if (counter == 1) begin
            counter <= counter - 1;
            state <= ONE;
          end else begin
            counter <= counter - 1;
            state <= ZERO;
          end
          baud_rate_signal <= 0;
        end
        ONE: begin
          counter <= BAUD_RATE_NUMBER - 1;
          state <= ZERO;
          baud_rate_signal <= 1;
        end
        default: begin
            counter <= BAUD_RATE_NUMBER - 1;
            state <= ZERO;
            baud_rate_signal <= 0;
        end
      endcase
    end
end
endmodule
```
==> Slide: Implementation Results <==
Implementation Results

Global route
  • Largest net degree at the start of global routing: 10
  • Grt total ovfl: 0
  • First-pass GRT wire length: 1980 um
  • Antenna violations before repair: 0
  • Vias in the first global route: approximately 440
  • GRT Util Overall: ~2.3%

Yosys
  • Synth unique cells: 26
  • Post-synth EDFFs: 0
  • Post-synth area hogs: dfxtp_1, or4_1, a21oi_1, or3_1, mux2i_1
  • Main synth FF type: dfxtp_1
  • Syn_area_per_cell: about 9.3 um^2
  • # Cells Yosys: 77
  • Synth top area share: 44.8%
  • Top-count cell post-synth: dfxtp_1
  • Yosys reg bits: 16
  • Synthesized area: 714 um^2
  • Sequential area share after synthesis: between 40 and 50%
  • Synth Warn #: 1
  • Yosys top cell by area: dfxtp_1
  • Post-synthesis async set-or-reset flop share: 0%
  • Synth top cells by count: dfxtp_1, nand2_1, a21oi_1
  • YS chip area: 714 um^2
  • Post-Syn Instances: 77

Critical path
  • Reg2reg end: counter[11]
  • CP arrival: a little over 2 ns
  • Crit Path Class: in2reg
  • Crit path largest cell delay: 0.50 ns
  • Critical Path, Cell by Cell: clkdlybuf4s50_1 -> or2_2 -> or4_1 -> nor4b_2
  • WP data required: 2.56 ns
  • Worst Setup End Kind: flop
  • Worst r2r path cells: 3
  • Slowest stage cell, crit path: or4_1
  • Kind of cell adding the most delay to the critical path: simple AND/OR/NAND/NOR gates
  • CP Max Fanout: 9
  • CP startpoint kind: input pin
  • WP buf/inv: 1
  • Reg-to-reg slack, setup: 0.63 ns
  • Critical R2R Launch: counter[0]

Clocking
  • Clock sinks: 16
  • CTS Hold Bufs: 0
  • TritonCTS clock tree: yes
  • Resized cells post-CTS: 0
  • TritonCTS buffer count: 3
  • CTS Root Cell: clkbuf_8
  • H-tree depth: 1
  • Setup Fix Bufs, Post-CTS: 0
  • Clk ins delay skew pair: 0.25 ns
  • Max clock buf depth: 2
  • Clk pin slew, worst setup/hold paths: 0.06 ns

Pwr
  • Peak supply drop: slightly below 400 uV
  • Leakage: 0.000290 uW
  • Clock share of power: a little over two fifths
  • Sequential Power Share: between 50% and 60%
  • Cell-internal power: 433 uW
  • Combinational share of power: 6.1%
  • Pwr Density: 647 nW/um^2
  • NetSw: 117 uW
  • Switching share of power: 21.3%

Worst hold path
  • Hold Crit Start: counter[0]
  • Hold endpoint: counter[0]
  • Hold Crit Class: reg2reg
  • Worst Hold Path Cells: 1

Floorplan
  • Die X: 97 um
  • DIE AREA: 9410 um^2
  • Chip Height: approximately 97 um
  • Io pins: 3
  • Fp_density: roughly 13%
  • FP Rows: 27
  • Core area: 5640 um^2

Final timing
  • Setup_tns: 0 ns
  • Slew HR: 72.7%
  • Final period utilization: 78.3%
  • Max frequency: 532 MHz
  • Final hold violations: 0
  • Final Skew: around 0.0028 ns
  • Min Tclk post-route: approximately 1.9 ns
  • Final setup fails: 0
  • Tightest Pin Transition: 0.408 ns
  • Max-slew violation count: 0
  • RSZ-0062 raised after global routing: false

Place
  • Routability cong.: roughly 0.76
  • Cells after DPL: 146
  • Port Buffers: 2
  • Hpwl dp: 790 um

Route
  • DR pass1 iterations: 4
  • Final WL: about 1200 um
  • WL per Instance: 7.73 um
  • N_diodes: 0
  • Antenna Nets Post-Route: 0
  • DRC: 0
  • Detail-routed via count per cell: 3.59
  • Vias: between 500 and 600
  • Starting DRC count in detailed routing: 16

Final layout
  • Non-filler cells, final: 150
  • Area Growth Syn to Fin: 19.1%
  • Layout cells sized above 1: ~12%
  • Layout fillers: 626
  • Fin util: 15.1%

Status
  • Status: complete, no violations

Job
  • Max capacitance violation total: 0
  • Tool warnings: 26
[placed cells by master, fill, tap and decap left out, types with 2 or more instances in the layout]
cell             netlist  layout
dfxtp_1               16      16
nand2_1                8       8
a21oi_1                7       7
or4_1                  5       5
or3_1                  5       5
o31ai_1                4       4
nor4_1                 4       4
clkbuf_8               0       4
nor2_1                 3       3
mux2i_1                3       3
inv_1                  2       2
o21ai_0                2       2
ha_1                   2       2
clkdlybuf4s50_1        0       2
[logic make-up after synthesis]
logic type                 after synthesis  share of synthesized area, %
and+or+nand+nor                         33                          28.2
DFF                                     16                          44.8
AOI/OAI and AO/OA                       14                          11.7
buffers and inverters                    7                          5.08
muxes                                    3                          4.20
xor gates and xnor gates                 2                          2.45
adders and majority gates                2                          3.50
[power by group through the flow]
stage         logic (uW)  registers (uW)  clock network (uW)
finish              33.8             283                 234
CTS                 34.4             283                 242
global route        39.0             284                 260
[sequential cells by signal, indices dropped and copies added, names as in the netlist]
signal and count:
baud_rate_signal 1, state 1, counter 14
[worst max-delay path by stage]
stage	slack (ns)	cells past startpoint	from	endpoint
6_report	0.52	4	rst	state
5_1_grt	0.47	4	rst	state
4_1_cts	0.52	4	rst	state
[per-layer routing]
layer  up-vias  global-route usage (%)  part of all wire (%)
met1       246                    3.24                    53
li1        285                       -                     -
met2         5                    3.17                    41
met5         -                       0                     0
met4         0                   0.451                  0.78
met3         2                    1.15                   5.0
[area by class of cell]
cell class | instances | area (um^2) | area share [%]
Clock buffer | 4 | 55.1 | 6.47
Inverter | 2 | 7.51 | 0.882
Multi-Input combinational cell | 54 | 358 | 42.1
Sequential cell | 16 | 320 | 37.6
Tap cell | 72 | 90.1 | 10.6
Timing Repair Buffer | 2 | 20.0 | 2.35
[metrics by stage]
stage	hold WS (ns)	worst slack [ns]	area [um^2]	power, uW
3_5_place_dp	0.431	0.258	796	323
6_report	0.450	0.520	851	551
2_1_floorplan	0.407	0.680	714	317
5_1_grt	0.480	0.467	851	583
4_1_cts	0.448	0.517	851	559
3_3_place_gp	0.430	0.282	796	323
Power is estimated from default activity; no workload was simulated.
